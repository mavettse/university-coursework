[./design.v]
module contador_decada(CLOCK_50, SW, HEX7, HEX6, HEX5, HEX4, HEX3, HEX2, HEX1, HEX0);
	input CLOCK_50;
	input [17:16] SW;
	output [6:0] HEX7, HEX6, HEX5, HEX4, HEX3, HEX2, HEX1, HEX0;
	assign {HEX7, HEX6, HEX5, HEX4, HEX3, HEX2, HEX1} = {7{7'b1111111}};
	reg [3:0] Q;
	wire reset = SW[17];
	wire set = SW[16];
	wire novo_clock;
	divisor BLOCO1(CLOCK_50, reset, novo_clock);
	always @(posedge novo_clock or posedge reset or posedge set)
	begin
		if(reset == 1'b1)
			Q = 4'b0000;
		else if(set == 1'b1)
			Q = 4'b1001;
		else 
			Q = Q + 1;
	end
	decodificador BLOCO2(Q, HEX0);
endmodule
module divisor(CLOCK_50, reset, novo_clock);
	input CLOCK_50, reset;
	output novo_clock;
	reg [23:0] Q;
	always @(posedge CLOCK_50 or posedge reset)
	begin
		if(reset == 1'b1)
			Q = 24'b0000;
		else 
			Q = Q + 1;
	end
	assign novo_clock = Q[23];
endmodule
module decodificador(SW, HEX0);
	input [17:14] SW;
	output [6:0] HEX0;
	wire A, B, C, D;
	wire sega, segb, segc, segd, sege, segf, segg;
	assign A = SW[17];
	assign B = SW[16];
	assign C = SW[15];
	assign D = SW[14];
	assign sega = (B & ~C & ~D) | (~A & ~B & ~C & D);
	assign segb = B & (C ^ D);
	assign segc = ~B & C & ~D;
	assign segd = (~A & ~B & ~C & D) | (B & (C ~^ D));
	assign sege = D | (B & ~C);
	assign segf = (C & D) | (~B & C) | (~A & ~B & D);
	assign segg = (~A & ~B & ~C) | (B & C & D);
	assign HEX0 = {segg, segf, sege, segd, segc, segb, sega};
endmodule
[./run.sh]
#!/bin/bash
# OpenROAD 26Q1-2900-gdf79404cd8, Yosys 0.63+post, stock flow scripts
make -C /OpenROAD-flow-scripts/flow DESIGN_CONFIG=/design/flow/config.mk WORK_HOME=/design/flow/orfs finish
[./config.mk]
export PLATFORM = sky130hd
export DESIGN_NAME = contador_decada
export DESIGN_NICKNAME = contador_decada
export VERILOG_FILES = /design/flow/design.v
export SDC_FILE = /design/flow/constraint.sdc
export NUM_CORES = 4
export LEC_CHECK = 1
export CORE_UTILIZATION = 30
[./constraint.sdc]
current_design contador_decada

set clk_period 3.3
set clk_io_pct 0.2

create_clock -name clk0 -period $clk_period [get_ports {CLOCK_50}]

set non_clock_inputs [all_inputs -no_clocks]
set_input_delay [expr $clk_period * $clk_io_pct] -clock clk0 $non_clock_inputs
set_output_delay [expr $clk_period * $clk_io_pct] -clock clk0 [all_outputs]
==> flow_metrics.tcl <==
# flow metrics
set metrics [dict create \
    outcome "completed" \
    synthCells 170 \
    setup-violations-final 0 \
    unclocked_pins 4 \
    grt_pass1_wl_um 3630 \
    diodes 0 \
    path_cells "ha_1, and4_1, and2_1, nand4_1, xnor2_1" \
    clockPowerShare_pct 38.4 \
    fmax_ghz 0.678 \
    crit_family "simple AND/OR/NAND/NOR gates" \
    logic_family "buffers and inverters" \
    grt_pass1_vias 826 \
    cts.repair.resized 0 \
    fp.dieW_um 78.5 \
    finalHoldViolations 0 \
    drtAntennaViolNets 0 \
    grt_usage_pct 7.45 \
    setup_tns_ns 0 \
    hold_path.startpoint "BLOCO1.Q[15]" \
    p_switching_mw 0.0937 \
    r2r_start "BLOCO1.Q[0]" \
    area_growth_pct -0.713 \
    slowest_stage "dfrtp_1" \
    antenna_found_initial 0 \
    syn_area_per_cell_um2 10.3 \
    slew_viol_final 0 \
    clk_latency_ns 0.26 \
    fa_ha_area_share_pct 1.43 \
    whs_endpoint "BLOCO1.Q[15]" \
    ys_seq_share_pct 40.8 \
    power_density_mw_per_mm2 286 \
    hp-class "reg -> reg" \
    clockBufferDepth 2 \
    cp_slowest_stage_delay_ns 0.39 \
    cts_tree "yes" \
    synth.distinct_cells 27 \
    synth.cellmix.compoundShare_pct 1.57 \
    dpl.hpwl_um 1560 \
    dr_total_vias 908 \
    holdPathStages 1 \
    combPwrFrac_pct 2.4 \
    cp.buffers_inverters 0 \
    fin_util_pct 31.2 \
    numCtsBuffers 3 \
    xor_share_pct 12.0 \
    drc_errors 0 \
    clockRootBuffer "clkbuf_8" \
    drt_iter0_markers 42 \
    finalPower_mw 0.498 \
    endpoint_kind "flip-flop" \
    critical_path_class "reg -> reg" \
    p_int_mw 0.404 \
    via_per_inst 3.69 \
    cts_hold_buf 0 \
    reg2reg_to "BLOCO1.Q[14]" \
    routabilityCongestion 0.743 \
    chipArea_mm2 0.00616 \
    synth.cellmix.simpleShare_pct 17.3 \
    die_h_um 78.5 \
    synthMuxAreaShare_pct 0.571 \
    finalClockSkew_ns 0.00131 \
    ys_warn_count 3 \
    crit_required_ns 3.45 \
    rsz0062_at_grt "false" \
    wl_per_cell_um 8.25 \
    grt_overflow 0 \
    syn_area_mm2 0.00175 \
    crit_arrival_ns 1.62 \
    std_cell_rows 27 \
    worst_r2r_path_depth 5 \
    irDropWorstVdd_mv 0.154 \
    cts_max_level 1 \
    swShare_pct 18.8 \
    finalCritPeriodShare_pct 44.7 \
    r2r_setup_slack_ns 1.82 \
    critPathLaunchType "flip-flop" \
    ys_cells 170 \
    port_buffers 9 \
    coreArea_mm2 0.00557 \
    totalWireLength_um 2030 \
    min_period_ns 1.48 \
    floorplan.core_util_pct 31.5 \
    cts_setup_buffers 0 \
    numSynthFlops 28 \
    firstDrtPassIters 4 \
    crit_fanout 4 \
    clkTransAtPathRegs_ns 0.08 \
    tool_warnings 26 \
    drv_cap 0 \
    fillCellCount 578 \
    seqPwrFrac_pct 59.2 \
    drive_above_1_share_pct 7.47 \
    untimed_endpoints 11 \
    p_leak_nw 0.879 \
    grt_max_degree 28 \
    ios 59 \
    ys_area_mm2 0.00175 \
]
-- power by group through the flow --
stage | logic, mW | registers, mW | clock network (mW)
CTS | 0.0132 | 0.295 | 0.205
global route | 0.0168 | 0.295 | 0.217
finish | 0.0118 | 0.295 | 0.191
-- layer usage --
metal / vias up / wire length (um) / GRT usage [%]
li1: 461 / - / -
met1: 419 / 1010 / 10.3
met2: 28 / 890 / 12.1
met3: 0 / 125 / 2.60
met4: 0 / 0 / 0.185
met5: - / 0 / 0
-- metrics by stage --
step	instances	setup WS, ns	hold slack (ns)	area, um2
final	246	1.82	0.467	1740
after global routing	246	1.69	0.482	1740
after CTS	246	1.80	0.469	1740
after detailed placement	242	1.83	0.455	1690
after global placement	242	1.88	0.451	1690
after floorplan	218	1.97	0.434	1930
-- Yosys cell counts, drive strengths merged --
library cell	n	area share, %
nand3	7	2.3
dfrtp	26	37
ha	2	1.4
a21o	1	0.43
mux2i	1	0.57
buf	57	25
inv	6	1.3
conb	1	0.21
o21bai	1	0.43
nand4	5	2.6
xnor2	14	7.0
clkbuf	1	0.21
nand2	10	2.1
and4	4	2.0
a21oi	1	0.29
and2	2	0.71
nor4	2	2.4
dfbbp	2	3.7
o31ai	1	0.43
xor2	10	5.0
nor3	6	2.9
and3	1	0.36
nor2	9	1.9
-- state kept, by name, indices dropped and copies added (netlist names) --
name      count
BLOCO1.Q     24
Q             4
-- worst max path at each step --
stage,from,to,cells after the start
CTS,BLOCO1.Q[0],BLOCO1.Q[14],5
global route,BLOCO1.Q[0],BLOCO1.Q[14],5
finish,BLOCO1.Q[0],BLOCO1.Q[14],5
-- kinds of logic (layout without fill, tap and decap cells) --
| kind of cell | Yosys count | count (layout) |
|---|---|---|
| buffers and inverters | 64 | 20 |
| muxes | 1 | 1 |
| xor gates and xnor gates | 24 | 24 |
| and+or+nand+nor | 46 | 46 |
| adders and majority gates | 2 | 2 |
| other | 1 | 49 |
| DFF | 28 | 28 |
| AOI/OAI and AO/OA | 4 | 4 |
-- cell usage in the layout, fill, tap and decap left out, types with 4 or more instances in the layout --
cell	count
nand2_1	10
clkbuf_8	4
nor2_1	9
nor3_2	4
inv_1	6
xnor2_1	14
nand3_1	6
nand4_1	4
and4_1	4
dfrtp_1	26
clkdlybuf4s50_1	9
conb_1	49
xor2_1	10
-- layout make-up --
class / instances / area, um2 / share of cell area (%)
multi-input combinational: 126 / 761 / 43.7
timing repair buffer: 10 / 97.6 / 5.60
inverter: 6 / 22.5 / 1.29
sequential: 28 / 716 / 41.1
tap: 72 / 90.1 / 5.17
clock buffer: 4 / 55.1 / 3.16
No activity file was given, so power comes from the tool's default toggle rates.
