File: flow/run.sh
#!/bin/bash
# OpenROAD 26Q1-2900-gdf79404cd8, Yosys 0.63+post, stock flow scripts
make -C /OpenROAD-flow-scripts/flow DESIGN_CONFIG=/design/flow/config.mk WORK_HOME=/design/flow/orfs finish
File: flow/config.mk
export PLATFORM = sky130hd
export DESIGN_NAME = decod_case
export DESIGN_NICKNAME = decod_case
export VERILOG_FILES = /design/flow/design.v
export SDC_FILE = /design/flow/constraint.sdc
export NUM_CORES = 4
export LEC_CHECK = 1
export CORE_AREA = 10 10 70 70
export DIE_AREA = 0 0 80 80
File: flow/constraint.sdc
current_design decod_case

set clk_period 1.1
set clk_io_pct 0.2

create_clock -name clk0 -period $clk_period

set non_clock_inputs [all_inputs -no_clocks]
set_input_delay [expr $clk_period * $clk_io_pct] -clock clk0 $non_clock_inputs
set_output_delay [expr $clk_period * $clk_io_pct] -clock clk0 [all_outputs]
File: flow/design.v
module decod_case(SW, HEX0, HEX1, HEX2, HEX3, HEX4, HEX5, HEX6, HEX7);
	input [3:0] SW;
	output reg [0:6] HEX0;
	output [0:6] HEX1, HEX2, HEX3, HEX4, HEX5, HEX6, HEX7;
	assign {HEX7, HEX6, HEX5, HEX4, HEX3, HEX2, HEX1} = {7{7'b1111111}};
	always @(SW[3:0]) 
	begin
		case ({SW[3:0]})
			4'b0000: HEX0 = 7'b0000001;
			4'b0001: HEX0 = 7'b1001111;
			4'b0010: HEX0 = 7'b0010010;
			4'b0011: HEX0 = 7'b0000110;
			4'b0100: HEX0 = 7'b1001100;
			4'b0101: HEX0 = 7'b0100100;
			4'b0110: HEX0 = 7'b0100000;
			4'b0111: HEX0 = 7'b0001111;
			4'b1000: HEX0 = 7'b0000000;
			4'b1001: HEX0 = 7'b0000100;
			default: HEX0 = 7'b1111111;
		endcase;
	end
endmodule
==> metrics.cfg <==
[setup_path]
path_class=in -> out
cp_max_fo=3
slowest_delay_ns=0.21
end_kind=primary output
crit_arrival_ns=1.12
cp.required_ns=0.88
worstSetupStartpoint=SW[1]
crit_path_cell_trace=buf_8 -> inv_8 -> ha_4 -> or2_1 -> a21oi_2 -> buf_4 -> a31oi_1 -> buf_2
slowest_stage=or2_1
crit_path_start_kind=input port

[yosys]
synth.distinct_cells=15
compound_area_frac=0.0946
logic_family=buffers and inverters
netlist_top_cells_count=49 x buf_4, 6 x o21ai_0, 5 x ha_1, 5 x nor2_1, 4 x nand2b_1
ys_sh_simple=0.112
muxShareOfSynthArea=0
fa_ha_area_frac=0.108
postSynthSeqShare=0
top_area_frac=0.632
syn-mean-instance-area_sq_um=7.01
yosys_area_sq_um=582
largest_area_cell=buf_4
ys_warn_count=1
syn_inst=83
most_common_cell=buf_4
xor_share=0
yosys-top-cells-area=buf_4 63%, ha_1 11%, o21ai_0 5.2%
syn_area_sq_um=582
ys_cells=83

[job]
warnings=38
cap_violations=0

[placed_design]
gp_congestion=0.708
port_buffers=11
dpl.hpwl_um=1130
place_inst=140

[pwr]
swShare=0.457
combinationalPowerShare=1.000
leakage_nw=0.364
pwr-share-seq=0
irDropWorstVdd_mv=0.0413
clockPowerShare=0
power_w=0.000167
intPower_w=0.0000909
p_switching_w=0.0000764
p_per_area_mw_per_mm2=242

[sta]
rsz0062_at_grt=true
hold_viol_final=0
period_needed_ns=1.34
max_freq_mhz=747
fin_ws_ns=-0.239
finalSetupViolations=7
period_used_share=1.22
drv_slew=0

[detailed_routing]
drc=0
insertedDiodeCount=0
drtPass1Iterations=3
vias=400
wl_per_cell_um=8.82
ant_nets=0
wl_um=1310
initialDrtViolationCount=15
vias_per_cell=2.70

[final_layout]
instances_no_fill=148
flop_area_sq_um=0
seq_cell_count=0
nFillCells=387
drive_gt1_frac=0.333
area_growth_pct=18.7
clkbuf_count=0

[grt]
track_usage=0.0344
grt_max_degree=11
grt_pass1_wl_um=1980
antenna_found_initial=0
grt_pass1_vias=451
gr-total-overflow=0

[die]
fp_util=0.170
boundaryPins=60
die_x_um=80
num_rows=21
core-area_sq_mm=0.00342
die-area_sq_mm=0.00640
fp.dieH_um=80

[worst_hold_path]
holdCritPathClass=in -> out
hold_start=SW[3]

[status]
outcome=finished, violations left
violations=negative setup slack

==> per-layer routing <==
layer | up-vias | global-route usage | wire, um
met5 | - | 0 | 0
met4 | 0 | 0 | 0
met3 | 0 | 0.00455 | 78
met2 | 31 | 0.0618 | 614
met1 | 170 | 0.0448 | 611
li1 | 199 | - | -
==> cells in the final DEF, fill, tap and decap left out <==
master and n:
or2_1 1, buf_6 3, conb_1 49, ha_2 1
nand2b_1 3, o21ai_0 2, inv_1 1, nand2b_4 1
nor2_4 1, nor2_1 4, or2b_4 1, buf_8 1
o21ai_1 4, clkdlybuf4s15_2 1, buf_4 9, buf_2 8
inv_8 1, ha_4 4, nand2_1 2, a31oi_1 1
inv_6 1, a21oi_2 2, a21oi_1 1
==> what timing repair did <==
item,4_1_cts,5_1_grt
gates resized,54,12
pin swaps,9,8
endpoints found under the setup margin,7,7
buffers inserted,6,2
hold buffers,0,0
==> cells by family (layout without fill, tap and decap cells) <==
group / count (synthesis) / in the layout
AND-OR/OR-AND: 10 / 10
other: 1 / 49
AND/OR/NAND/NOR: 13 / 13
buffers and inverters: 54 / 25
adder cells (fa/ha/maj): 5 / 5
==> worst max-delay path: cells and delay by family <==
family                   cells  cell delay, ns
buffers and inverters        4            0.36
AND/OR/NAND/NOR              1            0.21
AND-OR/OR-AND                2            0.18
adder cells (fa/ha/maj)      1            0.14
==> worst paths after layout <==
path	end	slack, ns	cells past startpoint
max	HEX0[3]	-0.24	8
min	HEX0[2]	0.84	4
==> power groups by stage <==
stage / Sequential [W] / Clock (W) / Combinational, W
CTS: 0 / 0 / 0.000147
global route: 0 / 0 / 0.000198
finish: 0 / 0 / 0.000167
==> per-stage QoR <==
step | utilization | worst slack [ns] | hold slack (ns) | TNS, ns | instance area, sq um
after CTS | 0.181 | -0.241 | 0.822 | -0.860 | 619
after detailed placement | 0.166 | -0.964 | 1.53 | -6.30 | 568
after global routing | 0.202 | -0.286 | 0.908 | -1.25 | 691
after floorplan | - | 0.0578 | 0.528 | 0 | 762
final | 0.202 | -0.239 | 0.838 | -0.838 | 691
after global placement | 0.166 | -0.968 | 1.54 | -6.35 | 568
==> cell type report <==
type                            instances  area, sq um  area share
Tap cell                               46         57.6      0.0833
Timing Repair Buffer                   22          168       0.243
Multi-Input combinational cell         77          442       0.639
Inverter                                3         23.8      0.0344
No activity file was given, so power comes from the tool's default toggle rates.
